===== run.sh =====
#!/bin/bash
# OpenROAD 26Q1-2900-gdf79404cd8, Yosys 0.63+post, stock flow scripts
make -C /OpenROAD-flow-scripts/flow DESIGN_CONFIG=/design/flow/config.mk WORK_HOME=/design/flow/orfs finish

===== config.mk =====
export PLATFORM = sky130hd
export DESIGN_NAME = mem_inst
export DESIGN_NICKNAME = mem_inst
export VERILOG_FILES = /design/flow/design.v
export SDC_FILE = /design/flow/constraint.sdc
export NUM_CORES = 4
export LEC_CHECK = 1
export CORE_AREA = 10 10 73 73
export DIE_AREA = 0 0 83 83

===== constraint.sdc =====
current_design mem_inst

set clk_period 1.7
set clk_io_pct 0.2

create_clock -name clk0 -period $clk_period [get_ports {clock}]

set non_clock_inputs [all_inputs -no_clocks]
set_input_delay [expr $clk_period * $clk_io_pct] -clock clk0 $non_clock_inputs
set_output_delay [expr $clk_period * $clk_io_pct] -clock clk0 [all_outputs]

===== design.v =====
module mem_inst (
	input clock,
	input reset,
	input send,
	input done_p0, done_p1, done_p2,
	output reg[1:0] proc,
	output reg[1:0] opcode,
	output reg[3:0] tag,
	output reg[7:0] data
);
reg[15:0] mem_inst[4:0];
reg[2:0] counter;
initial begin
	counter <= 0;
	mem_inst[0] <= 16'b0000101111111111;  
	mem_inst[0] <= 16'b0100110011111111;  
	mem_inst[1] <= 16'b0100101011111111;  
	mem_inst[2] <= 16'b0101101000000010;  
	mem_inst[3] <= 16'b0001101000000111;  
	mem_inst[4] <= 16'b1000110011111111;  
end
always @(posedge clock) begin
	if (reset == 1'b1 || counter > 3'b101) begin
		proc <= 2'b11;
		opcode <= 2'b11;
		tag <= 4'b1111;
		data <= 8'b11111111;
	end
	else if ((send == 1'b1) && (mem_inst[counter] != 16'b1111111111111111)) begin
		proc   <= mem_inst[counter][15:14];
		opcode <= mem_inst[counter][13:12];
		tag    <= mem_inst[counter][11:8];
		data   <= mem_inst[counter][7:0];
		counter <= counter + 1'b1;
	end
end
endmodule

==> results.py <==
# Flow results
metrics = {
    "final_timing": {
        "setup_ws_ps": 236.8,
        "tns_ps": 0,
        "finalCritPeriodShare": 0.8607,
        "rsz0062_at_grt": "false",
        "layout_min_cycle_time_ps": 1463,
        "setup_violations": 0,
        "final_hold_viol_count": 0,
        "drv_slew": 0,
        "clock.fmax_ghz": 0.6834,
        "skew_ps": 0.8794,
        "hold_slack_ps": 481.5,
    },
    "synth": {
        "ys_warn_count": 1,
        "syn_area_per_cell_um2": 10.59,
        "syn_area_um2": 593.1,
        "ys_cells": 56,
        "synth_flop_count": 11,
        "yosysChipArea_um2": 593.1,
        "yosysUniqueCellTypes": 21,
        "ys_sh_mux": 0.03376,
        "synth_seq_share": 0.4219,
        "ys_sh_simple": 0.1350,
        "synthAoiAreaFrac": 0.1308,
        "adder_share": 0.1055,
        "synth.logic.top_family": "buffers and inverters",
        "synth_cells": 56,
        "ys_sh_xor": 0,
    },
    "layout": {
        "layout_top_cells": "clkdlybuf4s50_1, dfxtp_1, inv_1, ha_1",
        "nFillCells": 414,
        "final_common_cell": "clkdlybuf4s50_1",
        "area_growth_syn_to_layout_pct": 37.55,
        "fin_area_um2": 815.8,
        "drive_above_1_share": 0.1408,
    },
    "worst_setup_path": {
        "crit_type": "reg -> out",
        "crit_path_cell_trace": "clkdlybuf4s50_1",
        "worst-path-buf-inv": 1,
        "max_stage_delay_ps": 500,
        "cp.required_ps": 1360,
        "end_kind": "primary output",
        "crit_family": "buffers and inverters",
        "arrival_ps": 1120,
        "cp-start-kind": "register",
        "slowest_stage": "clkdlybuf4s50_1",
        "crit_fanout": 6,
    },
    "floorplanning": {
        "ios": 22,
        "rows": 22,
        "die_area_um2": 6889,
        "coreArea_um2": 3744,
        "dieWidth_um": 83,
        "fp.dieH_um": 83,
        "fp_util": 0.1584,
    },
    "clock_network": {
        "cts_tree": "done",
        "post_cts_buffers": 0,
        "hold_buffers": 0,
        "clk-insertion-delay-late_ps": 230,
        "cts-resized-gates": 0,
        "clk_pin_slew_ps": 50,
        "clock_sinks": 11,
        "clock-root-buffer": "clkbuf_8",
        "clock_path_buffers": 2,
        "cts_inserted_buffers": 3,
        "h-tree-depth": 1,
    },
    "pwr": {
        "clkPwrFrac": 0.420,
        "p_seq_frac": 0.471,
        "leakagePower_uw": 0.0003429,
        "p_sw_frac": 0.2073,
        "combPwrFrac": 0.109,
        "p_int_uw": 488.8,
        "power_density_nw_per_um2": 755.9,
        "ir_worst_vdd_mv": 0.2160,
        "p_switching_uw": 127.8,
    },
    "drt": {
        "drcViolationCount": 0,
        "drtAntennaViolNets": 0,
        "dr.pass1.iters": 2,
        "drtIter0Drc": 12,
        "num_antenna_cells": 0,
        "avgRoutedWirePerCell_um": 9.723,
        "via_per_inst": 3.622,
        "drt-total-wl_um": 1157,
        "vias": 431,
    },
    "placed_design": {
        "pre_cts_slack_ps": 179.4,
        "place.gp.congestion": 0.7530,
        "place_area_um2": 770.7,
        "hpwlAfterDp_um": 908.8,
        "place.port_buffers": 16,
    },
    "job": {
        "tool_warnings": 31,
        "maxCapViolCount": 0,
    },
    "global_routing": {
        "track_usage": 0.03272,
        "grt_pass1_wl_um": 1980,
        "grt_max_degree": 10,
        "grt.overflow.total": 0,
        "grt_pass1_vias": 441,
        "antenna_found_initial": 0,
    },
    "outcome": {
        "outcome": "complete, no violations",
    },
    "hold_path": {
        "min_path_type": "reg -> reg",
    },
}
-- layout make-up --
class	count	area, um^2	share of cell area
Multi-Input combinational cell	30	247.7	0.3037
Sequential cell	11	250.2	0.3067
Timing Repair Buffer	20	190.2	0.2331
Inverter	6	22.52	0.02761
Clock buffer	4	45.04	0.05521
Tap cell	48	60.06	0.07362
-- stage by stage --
stage | std cells | power, uW | utilization
floorplan | 57 | 331.4 | -
finish | 119 | 616.6 | 0.2179
global placement | 115 | 363.7 | 0.2059
global route | 119 | 652.2 | 0.2179
detailed placement | 115 | 364.4 | 0.2059
CTS | 119 | 624.9 | 0.2179
-- power groups by stage --
stage | Clock, uW | Combinational [uW] | Sequential, uW
after CTS | 265 | 69.2 | 290
after global routing | 285 | 75.7 | 292
final | 259 | 67.5 | 290
-- cell usage after synthesis --
cell	n	area (um^2)
buf_4	8	60.06
dfxtp_1	8	160.2
ha_1	5	62.56
inv_1	5	18.77
o221ai_1	4	35.03
edfxtp_1	3	90.09
nand2b_1	3	18.77
nor2_1	3	11.26
and3b_2	2	20.02
mux2i_1	2	20.02
o2111ai_1	2	17.52
o211ai_1	2	15.01
buf_2	1	5.000
buf_6	1	11.26
clkinv_1	1	3.750
conb_1	1	3.750
nand3b_1	1	7.510
nor2_2	1	6.260
nor3b_1	1	7.510
o211a_1	1	10.01
or3b_1	1	8.760
-- per-layer routing --
layer	track usage	up-vias	share of wire	routed length, um
li1	-	217	-	-
met1	0.03905	193	0.48	553
met2	0.04679	17	0.39	446
met3	0.02165	4	0.11	128
met4	0.009231	0	0.025	29
met5	0	-	0	0
-- path summary, 6_finish.rpt --
path / slack [ps] / startpoint / end / depth (start not counted)
hold / removal: 480 / tag[1] / tag[1] / 2
setup reg to reg: 290 / counter[1] / counter[2] / 4
hold reg to reg: 480 / tag[1] / tag[1] / 2
setup / recovery: 240 / data[6] / data[7] / 1
-- cells by family after synthesis --
group,after synthesis
adders and majority gates,5
other,1
AOI/OAI and AO/OA,9
muxes,2
buffers and inverters,16
DFF,11
and+or+nand+nor,12
-- flip-flops by register name, summed over array words and instances, names as in the netlist --
| signal | cells |
|---|---|
| counter | 3 |
| proc | 2 |
| data | 2 |
| tag | 3 |
| opcode | 1 |
Power is estimated from default activity; no workload was simulated.
