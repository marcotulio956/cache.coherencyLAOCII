==> design/flow/design.v <==
module bus_arbiter(
	input clock,
	input reset,
	input[1:0] proc,
	input [15:0] bus_p0, bus_p1, bus_p2,
	output reg [15:0] bus
);
initial begin
	bus = 16'b0000000000000000;
end
always @ (posedge clock) begin
	if (proc == 2'b00) begin
		bus = bus_p0;
	end
	else if (proc == 2'b01) begin
		bus = bus_p1;
	end
	else if (proc == 2'b10) begin
		bus = bus_p2;
	end
end
endmodule
==> design/flow/run.sh <==
#!/bin/bash
# OpenROAD 26Q1-2900-gdf79404cd8, Yosys 0.63+post, stock flow scripts
make -C /OpenROAD-flow-scripts/flow DESIGN_CONFIG=/design/flow/config.mk WORK_HOME=/design/flow/orfs finish
==> design/flow/config.mk <==
export PLATFORM = sky130hd
export DESIGN_NAME = bus_arbiter
export DESIGN_NICKNAME = bus_arbiter
export VERILOG_FILES = /design/flow/design.v
export SDC_FILE = /design/flow/constraint.sdc
export NUM_CORES = 4
export LEC_CHECK = 1
export CORE_AREA = 10 10 99 99
export DIE_AREA = 0 0 109 109
==> design/flow/constraint.sdc <==
current_design bus_arbiter

set clk_period 1.4
set clk_io_pct 0.2

create_clock -name clk0 -period $clk_period [get_ports {clock}]

set non_clock_inputs [all_inputs -no_clocks]
set_input_delay [expr $clk_period * $clk_io_pct] -clock clk0 $non_clock_inputs
set_output_delay [expr $clk_period * $clk_io_pct] -clock clk0 [all_outputs]
==> reports/qor.csv <==
metric,value,unit
fillers,825,
warnings,26,
die_x,109,microns
ant_nets,0,
route.met2.wl,1.45,mm
period_used_share,0.956,
num_vias,763,
dpl.hpwl,2.62,mm
root_buffer,clkbuf_8,
drv_slew,0,
start_kind,flip-flop,
antenna_found_initial,0,
yosys_area,830,sq um
ys_types,9,
comb_area,304,sq um
finalPower,1.30,mW
drive_gt1_frac,0.0775,
crit_buf_inv,1,
clock-sinks,16,
min_path_cells,3,
crit_path_end_kind,output pin,
chip_area,0.0119,sq mm
final_cells,244,
yosysTopAreaCellShare,0.579,
wl_per_cell,12.5,microns
hold_viol,0,
critPathArrivalTime,1.06,ns
initial_core_util,0.107,
largest_reg_flops,16,
power_leakage,0.654,nW
mostFrequentLayoutCells,"clkdlybuf4s50_1, nand2_1, mux2i_1, edfxtp_1, o21ai_1",
fin_tns_setup,0,ns
min_path_type,in2reg,
largest_area_cell,edfxtp_1,
met3WireLength,482,microns
crit_required,1.12,ns
syn2layout_area_growth,105,%
rsz0062_at_grt,false,
hold_path_end,bus[2],
netlist_instances,70,
fmax,747,MHz
netlist_area,830,sq um
fin_crit,1.34,ns
crit_chain,clkdlybuf4s50_1,
tightest_slew,0.262,ns
ir_worst_vdd,196,uV
ys_seq_frac,0.579,
critPathTopFamily,buffers and inverters,
whs,0.695,ns
diodes,0,
vias_per_cell,3.13,
ios,68,
firstDrtPassIters,4,
grt_pass1_wl,4.27,mm
path_clk_slew,0.06,ns
min_from,bus_p2[2],
slew_headroom,0.825,
die_h,109,microns
final-seq-area,480,sq um
ys_cells,70,
synth_flops,16,
worstSetupPathType,reg2out,
path_max_fanout,1,
grt_max_degree,14,
cts_setup_buffers,0,
setup_viol,0,
grt_use_total,0.0477,
drcViolationCount,0,
num_rows,32,
area_leaders,"edfxtp_1, mux2i_1, nand2_1",
grt_pass1_vias,777,
avgSynthCellArea,11.9,sq um
wl,3.05,mm
status,finished clean,
yosys_warnings,1,
cts_buffers,3,
finalWeightedCongestion,0.744,
wl_met1,1.07,mm
clk_path_buf_depth,2,
dr.max_layer_used,met4,
crit_slowest_cell,clkdlybuf4s50_1,
htreeDepth,1,
numPlacedInstances,241,
power_density,764,mW/mm^2
holdBufCountCts,0,
core,0.00773,sq mm
drv_cap,0,
lay_top_count,clkdlybuf4s50_1,
cts_tree,yes,
io_buffer_count,66,
drt_iter0_drc,39,
max_stage_delay,0.49,ns
overflow,0,
==> metal layers <==
layer / up-vias / global-route usage
li1: 400 / -
met1: 326 / 0.0531
met2: 35 / 0.0758
met3: 2 / 0.0305
met4: 0 / 0.0104
met5: - / 0
==> synth_stat cells, drive strengths merged <==
| master | number |
|---|---|
| clkbuf | 1 |
| nand2 | 17 |
| o21ai | 16 |
| edfxtp | 16 |
| buf | 4 |
| mux2i | 16 |
==> how the worst max path moves through the flow <==
| stage | start | to | cells after the start |
|---|---|---|---|
| CTS | bus[15] | bus[15] | 1 |
| global route | bus[14] | bus[14] | 1 |
| finish | bus[14] | bus[14] | 1 |
==> cell type report <==
cell class / instances / share of cell area
repair buffers: 74 / 0.440
flip-flops and latches: 16 / 0.282
multi-input cells: 49 / 0.179
well taps: 102 / 0.0750
clock buffers: 3 / 0.0243
==> logic make-up after synthesis <==
group / after synthesis / synth area share
and+or+nand+nor: 17 / 0.0769
AOI/OAI and AO/OA: 16 / 0.0965
muxes: 16 / 0.193
DFF: 16 / 0.579
buffers and inverters: 5 / 0.0543
==> stage by stage <==
step	setup slack [ns]	utilization	instance area, sq um
floorplan	0.110	-	830
global placement	-0.176	0.215	1660
detailed placement	-0.165	0.215	1660
CTS	0.0300	0.220	1700
global route	0.00891	0.220	1700
finish	0.0618	0.220	1700
==> where the power goes <==
part,internal (mW),switching (mW)
registers,0.593,0.0117
clock network,0.190,0.152
logic,0.262,0.0918
total,1.05,0.255
==> repair_timing <==
action,CTS,global route
setup endpoints to repair,0,1
gates resized,0,1
hold endpoints to repair,0,0
No activity file was given, so power comes from the tool's default toggle rates.
