$ cat design.v
module mem_data (
	input clock,
	input reset,
	input wb_p0, wb_p1, wb_p2,
	input [15:0] p0_block, p1_block, p2_block,
	input [15:0] bus,
	output reg [15:0] mem_block
);
reg[15:0] mem_data[19:0];
reg [3:0] tag_mem;
reg [3:0] tag_mem_miss;
reg [9:0] data_missing;
initial begin
	mem_data[0] <= 16'b0000000000000000;
	mem_data[1] <= 16'b0000000000000000;
	mem_data[2] <= 16'b0000000000000000;
	mem_data[3] <= 16'b0000000000000000;
	mem_data[4] <= 16'b0000000000000000;
	mem_data[5] <= 16'b0000000000000000;
	mem_data[6] <= 16'b0000000000000000;
	mem_data[7] <= 16'b0000000000000000;
	mem_data[8] <= 16'b0000000000000000;
	mem_data[9] <= 16'b0000000000000000;
	mem_data[10] <= 16'b0000000000001010;  
	mem_data[11] <= 16'b0000000000001011;  
	mem_data[12] <= 16'b0000000000001100;  
	mem_data[13] <= 16'b0000000000001101;  
	mem_data[14] <= 16'b0000000000001110;  
	mem_data[15] <= 16'b0000000000000000;
	mem_data[16] <= 16'b0000000000000000;
	mem_data[17] <= 16'b0000000000000000;
	mem_data[18] <= 16'b0000000000000000;
	mem_data[19] <= 16'b0000000000000000;
	tag_mem = 3'b000;
	tag_mem_miss = 3'b000;
	mem_block = 16'b0000000000000000;
end
always @ (posedge clock && (wb_p0 || wb_p1 || wb_p2)) begin
	if (wb_p0 == 1'b1) begin
		tag_mem = p0_block[15:12];
		mem_data[tag_mem] = p0_block[9:0];
	end
	if (wb_p1 == 1'b1) begin
		tag_mem = p1_block[15:12];
		mem_data[tag_mem] = p1_block[9:0];
	end
	if (wb_p2 == 1'b1) begin
		tag_mem = p2_block[15:12];
		mem_data[tag_mem] = p2_block[9:0];
	end
end
always @ (posedge clock) begin
	if (bus[15:14] == 2'b00 || bus[15:14] == 2'b01) begin
		tag_mem_miss = bus[13:10];
		data_missing = mem_data[tag_mem_miss][9:0];
		mem_block = {tag_mem_miss,2'b00,data_missing};
	end
end
endmodule
$ cat run.sh
#!/bin/bash
# OpenROAD 26Q1-2900-gdf79404cd8, Yosys 0.63+post, stock flow scripts
make -C /OpenROAD-flow-scripts/flow DESIGN_CONFIG=/design/flow/config.mk WORK_HOME=/design/flow/orfs finish
$ cat config.mk
export PLATFORM = sky130hd
export DESIGN_NAME = mem_data
export DESIGN_NICKNAME = mem_data
export VERILOG_FILES = /design/flow/design.v
export SDC_FILE = /design/flow/constraint.sdc
export NUM_CORES = 4
export LEC_CHECK = 1
export CORE_UTILIZATION = 50
$ cat constraint.sdc
current_design mem_data

set clk_period 5.2
set clk_io_pct 0.2

create_clock -name clk0 -period $clk_period [get_ports {clock}]

set non_clock_inputs [all_inputs -no_clocks]
set_input_delay [expr $clk_period * $clk_io_pct] -clock clk0 $non_clock_inputs
set_output_delay [expr $clk_period * $clk_io_pct] -clock clk0 [all_outputs]
==> results_slide.txt <==
Run Summary

Setup path
  – Worst Path Arrival: between 3000 and 4000 ps
  – Critical Path RT: 5740 ps
  – Slowest stage delay, CP: about 680 ps
  – Worst setup SP type: input pin
  – Crit path max fanout: 21
  – CP Buf/Inv Count: 2
  – Slowest-stage cell, CP: or2_1
  – CP cell instances: clkdlybuf4s50_1 > nand3b_1 > or2_1 > o211ai_1 > buf_4
  – R2R Setup Slk: 3440 ps
  – Setup CP Type: in2reg
  – Setup crit end kind: flop
  – Cell family with most CP delay: simple AND/OR/NAND/NOR gates

Synthesis
  – Yosys warning count: 1
  – Ys async rst share: 0%
  – Post-synth EDFFs: roughly 170
  – Syn avg cell area: between 9 and 10 µm²
  – Synth area leader: edfxtp_1
  – Yosys top cell by instances: edfxtp_1
  – Post-Syn Area: around 11000 µm²
  – Chip Area, Yosys: ~11000 µm²
  – Seq/Total Area, Yosys: 47.63%
  – #FFs+latches synth: 174
  – Cell area leaders: edfxtp_1 (48%), a31oi_1 (9.1%), mux4_2 (8.2%)
  – Netlist cell types: 29
  – Top-area cell share: roughly 48%
  – Post-Synthesis Cells: approximately 1200
  – Synth Flop Type: edfxtp_1
  – Top cells by count, synth: edfxtp_1 (174), nand3_1 (166), a31oi_1 (160), nor3_1 (160), clkbuf_1 (158)
  – Yosys cell count: about 1200

Clock network
  – CTS tree: yes
  – Post-CTS Setup Repair Bufs: 0
  – Clk ins delay skew pair: between 800 and 900 ps
  – Post_cts resized: 0
  – Hold_buf cts: 0
  – Clock-pin slew on the worst setup and hold paths: 70 ps

Layout
  – Post-layout util: around three fifths
  – Share of layout cells above drive strength 1: 12.72%
  – Final cell count without fillers: approximately 1400
  – Synthesis-to-finish area growth: 13.91%

Drt
  – DR vias/cell: approximately 7.2
  – Drt first-iter violations: 1105
  – Pre-Repair DR Iteration Count: 6
  – Routed WL: 41910 µm
  – Antenna viol nets, final: 0
  – Detailed-route wire length per cell: just under 30 µm
  – # diodes: 0
  – Total number of vias: slightly above 10000
  – Post-route DRC: 0

Timing
  – Post-layout min period: between 3000 and 4000 ps
  – Fin. Hold Viols: 0
  – Final period util: between 60% and 70%
  – Fin Setup TNS: 0 ps
  – Final tally of max-slew violations: 0
  – Final Skew: about 47 ps
  – Max Freq: roughly 320 MHz
  – Unrepaired setup endpoints after global routing: false
  – Worst-margin pin slew: between 900 and 1000 ps
  – Slew margin rel.: 34.56%
  – Worst hold slack: a little over 800 ps
  – Endpoints failing setup: 0

Global routing
  – First-pass GRT wire length: around 62000 µm
  – GRT Residual Overflow: 0
  – Number of global-route vias before repair: around 10000
  – Total GRT Usage: 41.77%
  – Initial antenna violation count: 1
  – Pin count of the biggest net entering global routing: 45

Die
  – Die Area: approximately 23000 µm²
  – Std cell rows: between 50 and 60
  – # IOs: approximately 85
  – Fp_density: between 50% and 60%
  – Die Height: 150.1 µm
  – Core Footprint: between 20000 and 25000 µm²
  – Die Width: 150.1 µm

Hold path
  – Min-delay worst type: reg2reg

Pwr
  – Power per cell area: roughly 290 nW/µm²
  – Maximum VDD drop: between 0.2 and 0.25 mV
  – Leak Pwr: 3.561 nW

Place
  – Placed insts: 1364
  – Post-DP HPWL: around 23000 µm
  – Final GP Congestion: approximately 0.93
  – IO Port Bufs: between 60 and 70

Job
  – Number of OpenROAD warnings: about 43
  – Maxcap violations: 0

Status
  – Status: finished clean
tightest hold or removal path: stages, from the launching register on:
cell and delay (ps):
edfxtp_1 320, mux4_2 220, a22oi_1 80, nand2_1 70
final timing paths:
path                                   from  cells past startpoint                  endpoint
setup reg to reg  mem_data[15][1]$_DFFE_PP_                      3    mem_block[1]$_DFFE_PP_
hold reg to reg    mem_data[0][6]$_DFFE_PP_                      3    mem_block[6]$_DFFE_PP_
hold / removal     mem_data[0][6]$_DFFE_PP_                      3    mem_block[6]$_DFFE_PP_
setup / recovery                      wb_p2                      5  mem_data[6][2]$_DFFE_PP_
flip-flops by register name, indices dropped and copies added (netlist names):
signal,cells
mem_block,14
mem_data,160
where the power goes:
part,internal [W],total (W),switching [W]
Combinational,0.000205,0.000601,0.000396
Clock,0.000931,0.00151,0.000575
Sequential,0.00150,0.00152,0.0000194
Total,0.00263,0.00362,0.000990
routing by layer:
layer  vias up  GRT usage, %  part of all wire [%]
met1      4812         58.39                    36
met5         -             0                 0.031
met3       123         19.60                    15
met2       790         59.81                    44
met4         2         16.52                   4.7
li1       4441             -                     -
kinds of logic (layout without fill, tap and decap cells):
group,count (synthesis),count (layout),share of synthesized area [%]
AND-OR/OR-AND,357,357,18.97
flip-flops,174,174,47.63
other,1,2,0.03418
multiplexers,40,40,8.212
AND/OR/NAND/NOR,397,397,18.56
buffers and inverters,187,162,6.604
metrics by stage:
| step | total power, W | area [µm²] | worst slack, ps |
|---|---|---|---|
| 4_1_cts | 0.003617 | 12500 | 2147 |
| 3_5_place_dp | 0.002290 | 11680 | 1346 |
| 2_1_floorplan | 0.002039 | 10970 | 2461 |
| 6_report | 0.003622 | 12500 | 2057 |
| 3_3_place_gp | 0.002285 | 11680 | 1418 |
| 5_1_grt | 0.003717 | 12500 | 2004 |
cell type report:
class                           instances  area (µm²)
Fill cell                            1758        8790
Sequential cell                       174        5225
Multi-Input combinational cell        796        5059
Timing Repair Buffer                  118        1049
Clock buffer                           29       683.2
Tap cell                              275       344.1
Clock inverter                         14       133.9
Inverter                                1       3.754
placed cells by master, fill, tap and decap left out, types with 2 or more instances in the layout:
cell type,count
nand2_1,24
nand3_1,166
buf_4,53
o21ai_0,98
a31oi_1,160
conb_1,2
clkbuf_16,27
nand2b_1,2
nor2b_1,4
a22oi_1,20
clkinvlp_4,3
clkdlybuf4s50_1,62
or2_2,2
inv_6,3
nor2_1,2
nor3_1,160
mux4_2,40
and3_1,2
buf_2,2
nand3b_1,4
and3b_1,4
or2_1,16
and2_1,2
edfxtp_1,174
clkinv_4,4
nand2b_2,2
or3b_1,2
o21ai_1,62
o211ai_1,16
clkbuf_1,2
nor2b_4,2
Power is estimated from default activity; no workload was simulated.
